$ cat design/flow/config.mk
export PLATFORM = sky130hd
export DESIGN_NAME = lmt_config_regs
export DESIGN_NICKNAME = lmt_config_regs
export VERILOG_FILES = /design/flow/design.v
export SDC_FILE = /design/flow/constraint.sdc
export NUM_CORES = 4
export LEC_CHECK = 1
export CORE_UTILIZATION = 40
$ cat design/flow/constraint.sdc
current_design lmt_config_regs

set clk_period 1.0
set clk_io_pct 0.2

create_clock -name clk0 -period $clk_period [get_ports {clk}]

set non_clock_inputs [all_inputs -no_clocks]
set_input_delay [expr $clk_period * $clk_io_pct] -clock clk0 $non_clock_inputs
set_output_delay [expr $clk_period * $clk_io_pct] -clock clk0 [all_outputs]
$ cat design/flow/design.v
`timescale 1ns/1ps
module logical_match_table #(
    parameter LMT_ID = 0,
    parameter MAX_WIDTH = 64,            
    parameter MAX_DEPTH = 256,           
    parameter MAX_DEPTH_BITS = 8,        
    parameter PMT_WIDTH = 32,            
    parameter PMT_DEPTH = 32,            
    parameter PMT_ADDR_WIDTH = 5,        
    parameter MAX_PMTS_PER_LMT = 8,      
    parameter MATCH_TYPE = "TCAM"        
) (
    input  wire                          clk,
    input  wire                          rst_n,
    input  wire                          lmt_used,            
    input  wire [7:0]                    lmt_uid,             
    input  wire [7:0]                    lmt_internal_id,     
    input  wire [1:0]                    lmt_status_flag,     
    input  wire [1:0]                    lmt_width_gear,      
    input  wire [2:0]                    lmt_depth_gear,      
    input  wire                          pipe_valid_in,
    input  wire [MAX_WIDTH-1:0]          pipe_search_key,     
    input  wire [7:0]                    pipe_umt_id_in,      
    input  wire                          pipe_match_found_in, 
    input  wire [MAX_DEPTH_BITS-1:0]     pipe_match_addr_in,  
    input  wire [63:0]                   pipe_metadata_in,    
    output reg                           pipe_valid_out,
    output reg  [7:0]                    pipe_umt_id_out,
    output reg                           pipe_match_found_out,
    output reg  [MAX_DEPTH_BITS-1:0]     pipe_match_addr_out,
    output reg  [63:0]                   pipe_metadata_out,   
    output wire                          xbar_wr_en,
    output wire [MAX_DEPTH_BITS-1:0]     xbar_wr_addr,        
    output wire [MAX_WIDTH-1:0]          xbar_wr_data,
    output wire [MAX_WIDTH-1:0]          xbar_wr_mask,        
    output wire                          xbar_rd_en,
    output wire [MAX_DEPTH_BITS-1:0]     xbar_rd_addr,
    input  wire [MAX_WIDTH-1:0]          xbar_rd_data,
    input  wire                          xbar_rd_valid,
    output wire                          xbar_search_en,
    output wire [MAX_WIDTH-1:0]          xbar_search_key,
    input  wire [MAX_DEPTH-1:0]          xbar_matchlines,     
    input  wire                          xbar_match_found,
    input  wire [MAX_DEPTH_BITS-1:0]     xbar_match_addr,
    input  wire                          entry_wr_en,
    input  wire [MAX_DEPTH_BITS-1:0]     entry_wr_addr,
    input  wire [MAX_WIDTH-1:0]          entry_wr_data,
    input  wire [MAX_WIDTH-1:0]          entry_wr_mask
);
    wire [MAX_WIDTH-1:0] lmt_width_actual;
    wire [MAX_DEPTH_BITS-1:0] lmt_depth_actual;
    assign lmt_width_actual = (lmt_width_gear == 1'b0) ? PMT_WIDTH : (2 * PMT_WIDTH);
    assign lmt_depth_actual = PMT_DEPTH << lmt_depth_gear;
    wire is_umt_single = (lmt_status_flag == 2'b00);
    wire is_umt_start  = (lmt_status_flag == 2'b01);
    wire is_umt_middle = (lmt_status_flag == 2'b10);
    wire is_umt_end    = (lmt_status_flag == 2'b11);
    wire lmt_should_process = lmt_used && (pipe_umt_id_in == lmt_uid);
    wire skip_this_stage = pipe_match_found_in && (pipe_umt_id_in == lmt_uid) && !is_umt_end;
    wire perform_search = lmt_should_process && pipe_valid_in && !skip_this_stage;
    assign xbar_wr_en   = entry_wr_en && lmt_used;
    assign xbar_wr_addr = entry_wr_addr;
    assign xbar_wr_data = entry_wr_data;
    assign xbar_wr_mask = entry_wr_mask;
    reg                      search_valid_s1;
    reg  [MAX_WIDTH-1:0]     search_key_s1;
    reg  [7:0]               umt_id_s1;
    reg                      prev_match_found_s1;
    reg  [MAX_DEPTH_BITS-1:0] prev_match_addr_s1;
    reg  [63:0]              metadata_s1;
    reg                      skip_stage_s1;
    always @(posedge clk or negedge rst_n) begin
        if (!rst_n) begin
            search_valid_s1      <= 1'b0;
            search_key_s1        <= {MAX_WIDTH{1'b0}};
            umt_id_s1            <= 8'd0;
            prev_match_found_s1  <= 1'b0;
            prev_match_addr_s1   <= {MAX_DEPTH_BITS{1'b0}};
            metadata_s1          <= 64'd0;
            skip_stage_s1        <= 1'b0;
        end else begin
            search_valid_s1      <= pipe_valid_in;
            search_key_s1        <= pipe_search_key;
            umt_id_s1            <= pipe_umt_id_in;
            prev_match_found_s1  <= pipe_match_found_in;
            prev_match_addr_s1   <= pipe_match_addr_in;
            metadata_s1          <= pipe_metadata_in;
            skip_stage_s1        <= skip_this_stage;
        end
    end
    generate
        if (MATCH_TYPE == "TCAM") begin : gen_tcam_search
            assign xbar_search_en  = perform_search;
            assign xbar_search_key = pipe_search_key;
            assign xbar_rd_en      = 1'b0;
            assign xbar_rd_addr    = {MAX_DEPTH_BITS{1'b0}};
        end else begin : gen_sram_search
            assign xbar_search_en  = 1'b0;
            assign xbar_search_key = {MAX_WIDTH{1'b0}};
            assign xbar_rd_en      = perform_search;
            assign xbar_rd_addr    = pipe_search_key[MAX_DEPTH_BITS-1:0];
        end
    endgenerate
    reg                      search_valid_s2;
    reg  [7:0]               umt_id_s2;
    reg                      prev_match_found_s2;
    reg  [MAX_DEPTH_BITS-1:0] prev_match_addr_s2;
    reg  [63:0]              metadata_s2;
    reg                      skip_stage_s2;
    reg                      this_match_found_s2;
    reg  [MAX_DEPTH_BITS-1:0] this_match_addr_s2;
    always @(posedge clk or negedge rst_n) begin
        if (!rst_n) begin
            search_valid_s2      <= 1'b0;
            umt_id_s2            <= 8'd0;
            prev_match_found_s2  <= 1'b0;
            prev_match_addr_s2   <= {MAX_DEPTH_BITS{1'b0}};
            metadata_s2          <= 64'd0;
            skip_stage_s2        <= 1'b0;
            this_match_found_s2  <= 1'b0;
            this_match_addr_s2   <= {MAX_DEPTH_BITS{1'b0}};
        end else begin
            search_valid_s2      <= search_valid_s1;
            umt_id_s2            <= umt_id_s1;
            prev_match_found_s2  <= prev_match_found_s1;
            prev_match_addr_s2   <= prev_match_addr_s1;
            metadata_s2          <= metadata_s1;
            skip_stage_s2        <= skip_stage_s1;
            if (MATCH_TYPE == "TCAM") begin
                this_match_found_s2 <= xbar_match_found;
                this_match_addr_s2  <= xbar_match_addr;
            end else begin
                this_match_found_s2 <= xbar_rd_valid;
                this_match_addr_s2  <= prev_match_addr_s1;  
            end
        end
    end
    reg                      search_valid_s3;
    reg  [7:0]               umt_id_s3;
    reg                      match_found_s3;
    reg  [MAX_DEPTH_BITS-1:0] match_addr_s3;
    reg  [63:0]              action_data_s3;
    always @(posedge clk or negedge rst_n) begin
        if (!rst_n) begin
            search_valid_s3 <= 1'b0;
            umt_id_s3       <= 8'd0;
            match_found_s3  <= 1'b0;
            match_addr_s3   <= {MAX_DEPTH_BITS{1'b0}};
            action_data_s3  <= 64'd0;
        end else begin
            search_valid_s3 <= search_valid_s2;
            umt_id_s3       <= umt_id_s2;
            if (skip_stage_s2) begin
                match_found_s3 <= prev_match_found_s2;
                match_addr_s3  <= prev_match_addr_s2;
                action_data_s3 <= metadata_s2;
            end else if (prev_match_found_s2 && !is_umt_end) begin
                match_found_s3 <= 1'b1;
                match_addr_s3  <= prev_match_addr_s2;
                action_data_s3 <= metadata_s2;
            end else if (this_match_found_s2) begin
                match_found_s3 <= 1'b1;
                match_addr_s3  <= this_match_addr_s2;
                action_data_s3 <= xbar_rd_data[63:0];  
            end else begin
                match_found_s3 <= 1'b0;
                match_addr_s3  <= {MAX_DEPTH_BITS{1'b0}};
                action_data_s3 <= 64'd0;
            end
        end
    end
    always @(posedge clk or negedge rst_n) begin
        if (!rst_n) begin
            pipe_valid_out      <= 1'b0;
            pipe_umt_id_out     <= 8'd0;
            pipe_match_found_out <= 1'b0;
            pipe_match_addr_out <= {MAX_DEPTH_BITS{1'b0}};
            pipe_metadata_out   <= 64'd0;
        end else begin
            pipe_valid_out      <= search_valid_s3;
            pipe_umt_id_out     <= umt_id_s3;
            pipe_match_found_out <= match_found_s3;
            pipe_match_addr_out <= match_addr_s3;
            pipe_metadata_out   <= action_data_s3;
        end
    end
endmodule
module lmt_config_regs #(
    parameter NUM_LMTS = 5,
    parameter LMT_ID_WIDTH = 3
) (
    input  wire                      clk,
    input  wire                      rst_n,
    input  wire                      cfg_wr_en,
    input  wire [LMT_ID_WIDTH-1:0]   cfg_lmt_id,
    input  wire                      cfg_lmt_used,
    input  wire [7:0]                cfg_lmt_uid,
    input  wire [7:0]                cfg_lmt_internal_id,
    input  wire [1:0]                cfg_lmt_status_flag,
    input  wire [1:0]                cfg_lmt_width_gear,
    input  wire [2:0]                cfg_lmt_depth_gear,
    output reg  [NUM_LMTS-1:0]       lmt_used_array,
    output reg  [NUM_LMTS*8-1:0]     lmt_uid_array,
    output reg  [NUM_LMTS*8-1:0]     lmt_internal_id_array,
    output reg  [NUM_LMTS*2-1:0]     lmt_status_flag_array,
    output reg  [NUM_LMTS*2-1:0]     lmt_width_gear_array,
    output reg  [NUM_LMTS*3-1:0]     lmt_depth_gear_array
);
    integer i;
    reg                  lmt_used_reg [0:NUM_LMTS-1];
    reg [7:0]            lmt_uid_reg [0:NUM_LMTS-1];
    reg [7:0]            lmt_internal_id_reg [0:NUM_LMTS-1];
    reg [1:0]            lmt_status_flag_reg [0:NUM_LMTS-1];
    reg [1:0]            lmt_width_gear_reg [0:NUM_LMTS-1];
    reg [2:0]            lmt_depth_gear_reg [0:NUM_LMTS-1];
    always @(posedge clk or negedge rst_n) begin
        if (!rst_n) begin
            for (i = 0; i < NUM_LMTS; i = i + 1) begin
                lmt_used_reg[i]         <= 1'b0;
                lmt_uid_reg[i]          <= 8'd0;
                lmt_internal_id_reg[i]  <= 8'd0;
                lmt_status_flag_reg[i]  <= 2'b00;
                lmt_width_gear_reg[i]   <= 2'b00;
                lmt_depth_gear_reg[i]   <= 3'b000;
            end
        end else if (cfg_wr_en && cfg_lmt_id < NUM_LMTS) begin
            lmt_used_reg[cfg_lmt_id]         <= cfg_lmt_used;
            lmt_uid_reg[cfg_lmt_id]          <= cfg_lmt_uid;
            lmt_internal_id_reg[cfg_lmt_id]  <= cfg_lmt_internal_id;
            lmt_status_flag_reg[cfg_lmt_id]  <= cfg_lmt_status_flag;
            lmt_width_gear_reg[cfg_lmt_id]   <= cfg_lmt_width_gear;
            lmt_depth_gear_reg[cfg_lmt_id]   <= cfg_lmt_depth_gear;
        end
    end
    always @(*) begin
        for (i = 0; i < NUM_LMTS; i = i + 1) begin
            lmt_used_array[i] = lmt_used_reg[i];
            lmt_uid_array[i*8 +: 8] = lmt_uid_reg[i];
            lmt_internal_id_array[i*8 +: 8] = lmt_internal_id_reg[i];
            lmt_status_flag_array[i*2 +: 2] = lmt_status_flag_reg[i];
            lmt_width_gear_array[i*2 +: 2] = lmt_width_gear_reg[i];
            lmt_depth_gear_array[i*3 +: 3] = lmt_depth_gear_reg[i];
        end
    end
endmodule
module key_extractor #(
    parameter PHV_WIDTH = 512,
    parameter MAX_KEY_WIDTH = 64,
    parameter NUM_FIELDS = 8           
) (
    input  wire                      clk,
    input  wire                      rst_n,
    input  wire [3:0]                field_select,       
    input  wire [15:0]               field_offset,       
    input  wire [7:0]                field_length,       
    input  wire                      phv_valid,
    input  wire [PHV_WIDTH-1:0]      phv_data,
    output reg                       key_valid,
    output reg  [MAX_KEY_WIDTH-1:0]  key_data
);
    always @(posedge clk or negedge rst_n) begin
        if (!rst_n) begin
            key_valid <= 1'b0;
            key_data  <= {MAX_KEY_WIDTH{1'b0}};
        end else begin
            key_valid <= phv_valid;
            if (phv_valid) begin
                case (field_select)
                    4'd0: key_data <= phv_data[47:0];      
                    4'd1: key_data <= phv_data[95:48];     
                    4'd2: key_data <= phv_data[111:96];    
                    4'd3: key_data <= phv_data[143:112];   
                    4'd4: key_data <= phv_data[175:144];   
                    4'd5: key_data <= phv_data[191:176];   
                    4'd6: key_data <= phv_data[207:192];   
                    4'd7: key_data <= phv_data[215:208];   
                    default: key_data <= {MAX_KEY_WIDTH{1'b0}};
                endcase
            end else begin
                key_data <= {MAX_KEY_WIDTH{1'b0}};
            end
        end
    end
endmodule
$ cat design/flow/run.sh
#!/bin/bash
# OpenROAD 26Q1-2900-gdf79404cd8, Yosys 0.63+post, stock flow scripts
make -C /OpenROAD-flow-scripts/flow DESIGN_CONFIG=/design/flow/config.mk WORK_HOME=/design/flow/orfs finish
==> summary.rpt <==
===============================================================================
Period utilization ...............................................         1.11
Final setup violation count ......................................          170
CP Data Arrival Time .............................................       910 ps
Synthesized instance count .......................................          263
Minimum hold slack ...............................................      -315 ps
Via count of the first global-routing pass .......................         3274
Clock tree from TritonCTS ........................................         done
Sequential fraction of the synthesis area ........................        0.656
Time the final worst path needs with I/O delays and setup ........      1110 ps
Actual slew at the worst max-slew pin ............................       298 ps
Hold Crit Class .................................................. input pin to asynchronous set/reset pin
Number of buffers added by the clock tree synthesis step .........           17
Vias/cell ........................................................         4.71
Status ........................................................... finished, violations left
Horizontal die size ..............................................       109 um
Core Box Area ....................................................    11000 um2
Drt wl/cell ......................................................      18.8 um
RR Endpoint ...................................................... lmt_width_gear_reg[2][0]
CP Max Fanout ....................................................            2
Dominant delay contributor by cell family on the critical path ...   flip-flops
Overall routed net length ........................................     12500 um
Kind of launch point of the worst setup path .....................    flip-flop
Post-route clock skew ............................................         0 ps
Max rail drop VDD ................................................      1.88 mV
Number of synthesized register bits ..............................          120
Type of the worst setup path ..................................... flip-flop to output port
Count of standard-cell rows ......................................           38
Minimum setup slack in the final design ..........................      -115 ps
Fraction of the core area occupied by cells at floorplan .........        0.417
Total of buffers placed on input and output ports ................          149
FILL cells .......................................................          755
Violated checks .................................................. hold timing, setup timing
Sort of element at the end of the critical path ..................  output port
Maximum number of pins on one net before global-route repair .....           35
Average instance area after synthesis ............................     17.4 um2
Max_slew headroom ................................................        0.801
Clock network latency to the later pin of the worst-skew pair ....       400 ps
Critical path's slowest cell .....................................      dfrtp_1
Most frequent cells in the layout ................................ dfrtp_1 (120), buf_2 (120), mux2_4 (96), buf_4 (77)
Final TNS setup ..................................................    -12390 ps
Max Root-Sink Buffers ............................................            2
Depth of the most critical reg-to-reg path .......................            3
Number of warnings the tools reported ............................           30
Initial antenna violation count ..................................            0
I/O Pins .........................................................          150
Overflow left after global routing ...............................            0
Static leakage power .............................................      3.73 nW
Slowest Stage Delay on Critical Path .............................       380 ps
Final weighted congestion of routability-driven global placement .        0.769
Area reported by Yosys stat ......................................     4580 um2
Fin. max-slew vios ...............................................            0
Num Clock Sinks ..................................................          120
HPWL after DPL ...................................................      7360 um
Critical register-to-register path startpoint .................... lmt_width_gear_reg[2][0]
Detailed-route via count .........................................         3145
Y dimension of the die ...........................................       109 um
Number of nets still failing antenna checks after routing ........            0
Iteration tally of the first detailed-router pass ................            4
Share of layout cells above drive strength 1 .....................        0.727
Combined global-route utilization of all metal layers ............        0.231
Count of endpoints failing hold in the final timing report .......          108
Synthesis-to-finish area growth ..................................        63.9%
Reg2reg setup slack ..............................................       -10 ps
Synth cell types .................................................           10
Crit path DRT ....................................................       800 ps
Remaining routing DRC violations .................................            0
Initial detailed-routing violation count .........................          131
Max cap viols ....................................................            0
RSZ-0062 raised after global routing .............................          yes
Post-place setup slack ...........................................      -950 ps
Count of antenna diodes in the layout ............................            0
Cell chain of the critical path ..................................        buf_2
Wire length of the first global-routing pass .....................     19300 um
Buf/Inv on CP ....................................................            1
Cell Count Post-Placement ........................................          565
Final std cells w/o fill .........................................          668
CTS H-Tree Depth .................................................            4
Clock transition at the registers of the reported paths ..........        60 ps
Cell count in the Yosys report ...................................          263
Overall chip area ................................................    11900 um2
Highest clock rate ...............................................      897 MHz
Clock Tree Root ..................................................    clkbuf_16
PwrDens ..........................................................  2150 nW/um2
Total standard cell area after synthesis .........................     4580 um2
Warnings, synthesis ..............................................            7
===============================================================================
routing by layer:
layer  up-vias  track usage  routed length [um]
met5         -            0                   0
met4         0       0.0183                 132
met3         8       0.0670                 918
met2       120        0.332                5600
met1      1585        0.380                5880
li1       1432            -                   -
metrics by stage:
stage	power (mW)	hold slack (ps)	utilization	area (um2)
floorplan	7.64	-95.6	-	4900
global placement	10.5	106	0.616	6770
detailed placement	10.5	112	0.616	6770
CTS	16.1	-321	0.681	7480
global route	17.0	-325	0.683	7500
finish	16.1	-315	0.683	7500
final cells by class:
| cell class | instances | area (um2) | area share |
|---|---|---|---|
| flip-flops and latches | 120 | 3000 | 0.400 |
| repair buffers | 251 | 1920 | 0.256 |
| multi-input cells | 125 | 1830 | 0.243 |
| clock buffers | 19 | 453 | 0.0604 |
| well taps | 140 | 175 | 0.0233 |
| clock inverters | 13 | 124 | 0.0165 |
what timing repair did:
action / in CTS / in global routing
cloned: 7 / 0
pin swaps: 3 / 3
gates resized: 445 / 12
setup buffers: 53 / 24
setup endpoints to repair: 240 / 192
endpoints found under the hold margin: 107 / 33
cells in the mapped netlist, drive strengths merged:
| cell type | number | share of area |
|---|---|---|
| buf | 18 | 0.033 |
| and4bb | 1 | 0.0027 |
| nand4b | 1 | 0.0033 |
| nor4b | 1 | 0.0052 |
| dfrtp | 120 | 0.66 |
| nor4bb | 2 | 0.0044 |
| mux2 | 120 | 0.30 |
worst max-delay path by stage:
stage,start,end,slack (ps),depth (start not counted)
global route,lmt_uid_reg[2][5],lmt_uid_array[21],-160,1
CTS,cfg_lmt_id[2],lmt_width_gear_reg[2][1],-130,7
finish,lmt_status_flag_reg[4][1],lmt_status_flag_array[9],-110,1
cell families (layout without fill, tap and decap cells):
logic type,count (synthesis),count (layout),share of synthesized area
muxes,120,120,0.295
buffers and inverters,18,283,0.0333
DFF,120,120,0.656
and+or+nand+nor,5,5,0.0156
power by group:
group | switching [mW] | leakage, nW | internal (mW)
registers | 0.535 | 1.44 | 5.93
logic | 0.986 | 2.03 | 2.90
clock network | 2.22 | 0.264 | 3.56
Power and IR drop assume default switching activity.
