## flow/design.v

```verilog
`timescale 1ns / 1ps
module umt_csr_interface #(
    parameter CSR_ADDR_WIDTH = 16,
    parameter CSR_DATA_WIDTH = 32
) (
    input  wire                          clk,
    input  wire                          rst_n,
    input  wire                          csr_valid,
    input  wire                          csr_write,
    input  wire [CSR_ADDR_WIDTH-1:0]     csr_addr,
    input  wire [CSR_DATA_WIDTH-1:0]     csr_wdata,
    output reg  [CSR_DATA_WIDTH-1:0]     csr_rdata,
    output reg                           csr_ready,
    output reg                           umt_cfg_valid,
    output reg                           umt_cfg_wr_en,
    output reg  [2:0]                    umt_cfg_id,
    output reg  [15:0]                   umt_cfg_width,
    output reg  [15:0]                   umt_cfg_depth,
    output reg                           umt_cfg_type,
    output reg                           umt_map_trigger,
    output reg                           entry_valid,
    output reg  [2:0]                    entry_umt_id,
    output reg  [8:0]                    entry_addr,
    output reg  [63:0]                   entry_data,
    output reg  [63:0]                   entry_mask,
    input  wire                          map_done,
    input  wire                          map_error,
    input  wire [7:0]                    total_lmts_used,
    input  wire [15:0]                   total_pmts_needed
);
    localparam ADDR_UMT_CTRL        = 16'h0000;
    localparam ADDR_UMT_CONFIG_ID   = 16'h0004;
    localparam ADDR_UMT_CONFIG_SIZE = 16'h0008;
    localparam ADDR_UMT_CONFIG_TYPE = 16'h000C;
    localparam ADDR_UMT_MAP_TRIGGER = 16'h0010;
    localparam ADDR_UMT_STATUS      = 16'h0014;
    localparam ADDR_ENTRY_CTRL      = 16'h0020;
    localparam ADDR_ENTRY_ADDR      = 16'h0024;
    localparam ADDR_ENTRY_DATA_LO   = 16'h0028;
    localparam ADDR_ENTRY_DATA_HI   = 16'h002C;
    localparam ADDR_ENTRY_MASK_LO   = 16'h0030;
    localparam ADDR_ENTRY_MASK_HI   = 16'h0034;
    reg [31:0] reg_umt_ctrl;
    reg [31:0] reg_umt_config_id;
    reg [31:0] reg_umt_config_size;
    reg [31:0] reg_umt_config_type;
    reg [31:0] reg_entry_ctrl;
    reg [31:0] reg_entry_addr;
    reg [31:0] reg_entry_data_lo;
    reg [31:0] reg_entry_data_hi;
    reg [31:0] reg_entry_mask_lo;
    reg [31:0] reg_entry_mask_hi;
    always @(posedge clk or negedge rst_n) begin
        if (!rst_n) begin
            csr_rdata <= 32'd0;
            csr_ready <= 1'b0;
            reg_umt_ctrl <= 32'd0;
            reg_umt_config_id <= 32'd0;
            reg_umt_config_size <= 32'd0;
            reg_umt_config_type <= 32'd0;
            reg_entry_ctrl <= 32'd0;
            reg_entry_addr <= 32'd0;
            reg_entry_data_lo <= 32'd0;
            reg_entry_data_hi <= 32'd0;
            reg_entry_mask_lo <= 32'd0;
            reg_entry_mask_hi <= 32'd0;
            umt_cfg_valid <= 1'b0;
            umt_cfg_wr_en <= 1'b0;
            umt_map_trigger <= 1'b0;
            entry_valid <= 1'b0;
        end else begin
            csr_ready <= 1'b0;
            umt_cfg_valid <= 1'b0;
            umt_cfg_wr_en <= 1'b0;
            umt_map_trigger <= 1'b0;
            entry_valid <= 1'b0;
            if (csr_valid) begin
                csr_ready <= 1'b1;
                if (csr_write) begin
                    case (csr_addr)
                        ADDR_UMT_CTRL: begin
                            reg_umt_ctrl <= csr_wdata;
                            if (csr_wdata[0]) begin   
                                umt_cfg_valid <= 1'b1;
                                umt_cfg_wr_en <= 1'b1;
                            end
                        end
                        ADDR_UMT_CONFIG_ID:   reg_umt_config_id <= csr_wdata;
                        ADDR_UMT_CONFIG_SIZE: reg_umt_config_size <= csr_wdata;
                        ADDR_UMT_CONFIG_TYPE: reg_umt_config_type <= csr_wdata;
                        ADDR_UMT_MAP_TRIGGER: begin
                            if (csr_wdata[0]) umt_map_trigger <= 1'b1;
                        end
                        ADDR_ENTRY_CTRL: begin
                            reg_entry_ctrl <= csr_wdata;
                            if (csr_wdata[0]) entry_valid <= 1'b1;
                        end
                        ADDR_ENTRY_ADDR:     reg_entry_addr <= csr_wdata;
                        ADDR_ENTRY_DATA_LO:  reg_entry_data_lo <= csr_wdata;
                        ADDR_ENTRY_DATA_HI:  reg_entry_data_hi <= csr_wdata;
                        ADDR_ENTRY_MASK_LO:  reg_entry_mask_lo <= csr_wdata;
                        ADDR_ENTRY_MASK_HI:  reg_entry_mask_hi <= csr_wdata;
                    endcase
                end else begin
                    case (csr_addr)
                        ADDR_UMT_CTRL:        csr_rdata <= reg_umt_ctrl;
                        ADDR_UMT_CONFIG_ID:   csr_rdata <= reg_umt_config_id;
                        ADDR_UMT_CONFIG_SIZE: csr_rdata <= reg_umt_config_size;
                        ADDR_UMT_CONFIG_TYPE: csr_rdata <= reg_umt_config_type;
                        ADDR_UMT_STATUS:      csr_rdata <= {map_error, map_done, 6'd0, 
                                                             total_lmts_used, total_pmts_needed};
                        ADDR_ENTRY_CTRL:      csr_rdata <= reg_entry_ctrl;
                        ADDR_ENTRY_ADDR:      csr_rdata <= reg_entry_addr;
                        ADDR_ENTRY_DATA_LO:   csr_rdata <= reg_entry_data_lo;
                        ADDR_ENTRY_DATA_HI:   csr_rdata <= reg_entry_data_hi;
                        ADDR_ENTRY_MASK_LO:   csr_rdata <= reg_entry_mask_lo;
                        ADDR_ENTRY_MASK_HI:   csr_rdata <= reg_entry_mask_hi;
                        default:              csr_rdata <= 32'hDEADBEEF;
                    endcase
                end
            end
            umt_cfg_id <= reg_umt_config_id[2:0];
            umt_cfg_width <= reg_umt_config_size[15:0];
            umt_cfg_depth <= reg_umt_config_size[31:16];
            umt_cfg_type <= reg_umt_config_type[0];
            entry_umt_id <= reg_entry_ctrl[10:8];
            entry_addr <= reg_entry_addr[8:0];
            entry_data <= {reg_entry_data_hi, reg_entry_data_lo};
            entry_mask <= {reg_entry_mask_hi, reg_entry_mask_lo};
        end
    end
endmodule
```

## flow/run.sh

```bash
#!/bin/bash
# OpenROAD 26Q1-2900-gdf79404cd8, Yosys 0.63+post, stock flow scripts
make -C /OpenROAD-flow-scripts/flow DESIGN_CONFIG=/design/flow/config.mk WORK_HOME=/design/flow/orfs finish
```

## flow/config.mk

```make
export PLATFORM = sky130hd
export DESIGN_NAME = umt_csr_interface
export DESIGN_NICKNAME = umt_csr_interface
export VERILOG_FILES = /design/flow/design.v
export SDC_FILE = /design/flow/constraint.sdc
export NUM_CORES = 4
export LEC_CHECK = 1
export CORE_UTILIZATION = 30
```

## flow/constraint.sdc

```tcl
current_design umt_csr_interface

set clk_period 1.7
set clk_io_pct 0.2

create_clock -name clk0 -period $clk_period [get_ports {clk}]

set non_clock_inputs [all_inputs -no_clocks]
set_input_delay [expr $clk_period * $clk_io_pct] -clock clk0 $non_clock_inputs
set_output_delay [expr $clk_period * $clk_io_pct] -clock clk0 [all_outputs]
```

==> job_summary.md <==
### Yosys + OpenROAD results

| Metric | Value |
|---|---|
| FMAX | `0.500 GHz` |
| Vias in the first global route | `14755` |
| Dominant register cell | `dfrtp_1` |
| Crit share post-route | `1.18` |
| First-pass GRT wire length | `106000 um` |
| GP Congestion | `0.839` |
| Max Fanout on Critical Path | `6` |
| Met3 Usage GRT | `0.117` |
| Residual DRC count | `0` |
| Number of DRC markers in iteration 0 | `1086` |
| DR vias | `14156` |
| CTS Buffer Depth | `3` |
| CP Launch Type | `primary input` |
| NetSw | `5.77 mW` |
| Chip width | `265 um` |
| OpenROAD warning count | `28` |
| Flop pwr share | `0.502` |
| H-tree depth | `2` |
| Core ar. | `68500 sq um` |
| Clk pwr share | `0.458` |
| PortBufs | `290` |
| DP Wirelength | `44000 um` |
| CTS buffer count | `55` |
| R2r worst-path depth | `4` |
| Leakage power | `15.6 nW` |
| Clock Skew | `14.6 ps` |
| Yosys cell count | `1232` |
| Setup violators final | `352` |
| GRT busiest layer | `met2` |
| Status | `finished with violations` |
| Yosys cell types | `44` |
| Top area cell types | `dfrtp_1 43%, edfxtp_1 25%, mux2_2 17%` |
| Area Growth Syn to Fin | `54.8%` |
| Clk ins delay skew pair | `620 ps` |
| RSZ-0062 raised after global routing | `true` |
| Min cycle time layout | `2000 ps` |
| Failing checks | `negative setup slack` |
| PwrDens | `834 nW/um^2` |
| Final setup margin | `-301 ps` |
| Met1 Use GR | `0.298` |
| FP Rows | `96` |
| Setup TNS | `-68990 ps` |
| Comb pwr share | `0.040` |
| Die area | `70200 sq um` |
| Utilization after layout | `0.469` |
| Yosys stat chip area | `20700 sq um` |
| Final ANT Viol Nets | `0` |
| FFs w/ async S/R, synth | `0.669` |
| Die Span Y | `265 um` |
| WP data arrival | `2490 ps` |
| GRT Util Overall | `0.222` |
| Internal power | `21.0 mW` |
| Non-filler cells, final | `2699` |
| I/O Pins | `291` |
| WHS | `92.6 ps` |
| Initial antenna violation count | `6` |
| Warnings from Yosys | `1` |
| Post-synth EDFFs | `176` |
| Vias per cell | `5.24` |
| Wire per inst | `28.7 um` |
| Slew @ Worst Pin | `474 ps` |
| CTS tree | `yes` |
| TritonRoute pass-1 iters | `8` |
| Max_slew headroom | `0.683` |
| Gr ovfl total | `0` |
| Dpl cells | `2473` |
| Post-Syn Instances | `1232` |
| Required @ worst endpoint | `2190 ps` |
| Root Driver | `clkbuf_16` |
| Ant diodes | `0` |
| Largest net degree at the start of global routing | `77` |
| Worst hold path cell count | `2` |
| Clk sinks | `532` |
| Fp util | `0.303` |
| Maximum vdd drop | `0.752 mV` |
| Average cell area after synthesis | `16.8 sq um` |
| WL final | `77600 um` |
| Share of cells above drive strength 1 | `0.426` |
| Hold Crit Class | `primary input to flop` |
| Pins Over Slew Limit | `0` |
| GR Layer Usage met2 | `0.330` |
| Worst setup EP type | `flop` |
| Synth Cell Area | `20700 sq um` |
| Fin. Hold Viols | `0` |
| Net Sw Frac | `0.216` |
| Sequential fraction of the synthesis area | `0.684` |
| Max-area cell share | `0.430` |
| #FFs+latches synth | `532` |
| Clock-pin slew on the worst setup and hold paths | `60 ps` |
| Cell type with the largest total area | `dfrtp_1` |
| Crit Path Category | `primary input to flop` |
| Max Cap Violations | `0` |
[power groups by stage]
| stage | sequential, mW | clock, mW | combinational (mW) |
|---|---|---|---|
| 4_1_cts | 13.4 | 12.5 | 1.11 |
| 5_1_grt | 13.4 | 13.0 | 1.16 |
| 6_report | 13.4 | 12.3 | 1.06 |
[registers in the layout, summed over array words and instances (netlist names)]
name / flops
reg_umt_config_size: 32
reg_entry_addr: 32
reg_entry_mask_hi: 32
csr_rdata: 32
reg_entry_data_lo: 32
reg_umt_config_type: 32
csr_ready: 1
reg_entry_ctrl: 32
entry_addr: 9
umt_cfg_depth: 16
reg_entry_mask_lo: 32
reg_entry_data_hi: 32
reg_umt_config_id: 32
reg_umt_ctrl: 32
entry_mask: 64
umt_cfg_width: 16
entry_valid: 1
umt_cfg_id: 3
entry_umt_id: 3
entry_data: 64
umt_map_trigger: 1
umt_cfg_wr_en: 1
umt_cfg_type: 1
[metrics by stage]
| stage | total power [mW] | worst slack, ps | area, sq um |
|---|---|---|---|
| floorplan | 13.7 | -728 | 21400 |
| global placement | 14.8 | -1340 | 26600 |
| detailed placement | 14.8 | -1390 | 26600 |
| CTS | 27.1 | -292 | 30800 |
| global route | 27.6 | -311 | 32100 |
| finish | 26.8 | -301 | 32100 |
[logic make-up after synthesis]
group	Yosys count	share of synthesized area
AND-OR/OR-AND	190	0.0750
buffers and inverters	78	0.0235
flip-flops	532	0.684
multiplexers	319	0.173
AND/OR/NAND/NOR	113	0.0439
[cells in the mapped netlist, types with 10 or more instances]
| library cell | number |
|---|---|
| a22o_1 | 20 |
| buf_2 | 29 |
| a222oi_1 | 35 |
| dfrtp_1 | 356 |
| edfxtp_1 | 176 |
| mux2_2 | 305 |
| a31oi_1 | 13 |
| nor2_1 | 19 |
| buf_4 | 22 |
| a221oi_1 | 38 |
| a22oi_1 | 64 |
| nand4_1 | 17 |
| and3_1 | 15 |
| clkbuf_1 | 16 |
| mux2_1 | 14 |
| buf_6 | 10 |
[final cells by class]
cell class / instances / area, sq um
sequential: 532 / 14200
clock buffer: 73 / 1530
clock inverter: 30 / 334
tap: 882 / 1100
inverter: 1 / 3.75
timing repair buffer: 559 / 7300
multi-input combinational: 622 / 7630
fill: 5612 / 36400
[repair_timing]
action	4_1_cts	5_1_grt
hold buffers	1	0
buffers inserted	64	41
endpoints found under the setup margin	567	544
resized	356	351
endpoints found under the hold margin	216	0
cloned	31	14
pin swaps	45	69
[cells in the final DEF, fill, tap and decap left out, drive strengths merged, types with 3 or more instances in the layout]
| cell | n |
|---|---|
| a21oi | 6 |
| a221oi | 38 |
| a222oi | 35 |
| a22o | 20 |
| a22oi | 64 |
| a31oi | 13 |
| and3 | 15 |
| buf | 270 |
| bufinv | 5 |
| clkbuf | 85 |
| clkdlybuf4s15 | 13 |
| clkdlybuf4s50 | 58 |
| clkinv | 19 |
| dfrtp | 356 |
| dlygate4sd2 | 13 |
| dlymetal6s2s | 192 |
| edfxtp | 176 |
| inv | 6 |
| mux2 | 319 |
| nand2 | 8 |
| nand4 | 17 |
| nor2 | 21 |
| nor3 | 9 |
| nor4 | 21 |
| o21a | 9 |
| or2 | 3 |
| or4 | 4 |
| or4b | 4 |
[worst max-delay path, stage by stage]
cell and delay, ps:
buf_6 90, or4_4 570, or2_4 280, or3_4 370
nor2_4 190, buf_6 150, clkbuf_16 190, mux2_4 300
[path summary, 6_finish.rpt]
kind,from,end,slack (ps)
min in group asynchronous,rst_n,reg_entry_mask_lo[20],410
worst max-delay path,csr_addr[11],reg_entry_mask_lo[8],-300
worst min-delay path,csr_valid,csr_ready,90
worst max register to register,reg_entry_mask_hi[4],csr_rdata[4],310
worst min register to register,reg_umt_config_size[20],umt_cfg_depth[4],480
max in group asynchronous,rst_n,csr_rdata[6],450
[metal layers]
| layer | vias up | wire length, um | share of wire |
|---|---|---|---|
| met5 | - | 166 | 0.0021 |
| li1 | 5955 | - | - |
| met2 | 688 | 35500 | 0.46 |
| met3 | 121 | 9880 | 0.13 |
| met1 | 7376 | 30000 | 0.39 |
| met4 | 16 | 2060 | 0.027 |
Power is estimated from default activity; no workload was simulated.
