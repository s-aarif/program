==> flow/run.sh <==
#!/bin/bash
# OpenROAD 26Q1-2900-gdf79404cd8, Yosys 0.63+post, stock flow scripts
make -C /OpenROAD-flow-scripts/flow DESIGN_CONFIG=/design/flow/config.mk WORK_HOME=/design/flow/orfs finish
==> flow/config.mk <==
export PLATFORM = sky130hd
export DESIGN_NAME = tcam_pmt
export DESIGN_NICKNAME = tcam_pmt
export VERILOG_FILES = /design/flow/design.v
export SDC_FILE = /design/flow/constraint.sdc
export NUM_CORES = 4
export LEC_CHECK = 1
export CORE_UTILIZATION = 40
==> flow/constraint.sdc <==
current_design tcam_pmt

set clk_period 4.2
set clk_io_pct 0.2

create_clock -name clk0 -period $clk_period [get_ports {clk}]

set non_clock_inputs [all_inputs -no_clocks]
set_input_delay [expr $clk_period * $clk_io_pct] -clock clk0 $non_clock_inputs
set_output_delay [expr $clk_period * $clk_io_pct] -clock clk0 [all_outputs]
==> flow/design.v <==
`timescale 1 ns/1 ps
module tcam_pmt #(
    parameter DATA_WIDTH = 32,       
    parameter ADDR_WIDTH = 5,        
    parameter DEPTH = 32             
) (
    input  wire                      clk,
    input  wire                      rst_n,
    input  wire                      wr_en,
    input  wire [ADDR_WIDTH-1:0]     wr_addr,
    input  wire [DATA_WIDTH-1:0]     wr_data,       
    input  wire [DATA_WIDTH-1:0]     wr_mask,       
    input  wire                      search_en,
    input  wire [DATA_WIDTH-1:0]     search_key,
    output reg  [DEPTH-1:0]          matchlines,    
    output reg                       match_found,
    output reg  [ADDR_WIDTH-1:0]     match_addr,    
    output wire [DEPTH-1:0]          entry_valid    
);
    reg [DATA_WIDTH-1:0] tcam_data [0:DEPTH-1];
    reg [DATA_WIDTH-1:0] tcam_mask [0:DEPTH-1];
    reg [DEPTH-1:0] valid_bits;
    wire [DEPTH-1:0] match_vector;
    integer i, j;
    always @(posedge clk or negedge rst_n) begin
        if (!rst_n) begin
            valid_bits <= {DEPTH{1'b0}};
            for (i = 0; i < DEPTH; i = i + 1) begin
                tcam_data[i] <= {DATA_WIDTH{1'b0}};
                tcam_mask[i] <= {DATA_WIDTH{1'b0}};
            end
        end else begin
            if (wr_en) begin
                tcam_data[wr_addr] <= wr_data;
                tcam_mask[wr_addr] <= wr_mask;
                valid_bits[wr_addr] <= 1'b1;
            end
        end
    end
    genvar k;
    generate
        for (k = 0; k < DEPTH; k = k + 1) begin : gen_match
            wire [DATA_WIDTH-1:0] xor_result;
            wire [DATA_WIDTH-1:0] masked_xor;
            wire entry_match;
            assign xor_result = search_key ^ tcam_data[k];
            assign masked_xor = xor_result & tcam_mask[k];
            assign entry_match = (masked_xor == {DATA_WIDTH{1'b0}}) && valid_bits[k];
            assign match_vector[k] = entry_match;
        end
    endgenerate
    always @(posedge clk or negedge rst_n) begin
        if (!rst_n) begin
            matchlines <= {DEPTH{1'b0}};
        end else begin
            if (search_en) begin
                matchlines <= match_vector;
            end else begin
                matchlines <= {DEPTH{1'b0}};
            end
        end
    end
    always @(posedge clk or negedge rst_n) begin
        if (!rst_n) begin
            match_found <= 1'b0;
            match_addr  <= {ADDR_WIDTH{1'b0}};
        end else begin
            match_found <= |matchlines;   
            match_addr <= {ADDR_WIDTH{1'b0}};
            for (j = DEPTH-1; j >= 0; j = j - 1) begin
                if (matchlines[j]) begin
                    match_addr <= j[ADDR_WIDTH-1:0];
                end
            end
        end
    end
    assign entry_valid = valid_bits;
endmodule
module priority_encoder #(
    parameter WIDTH = 32,
    parameter ADDR_WIDTH = 5
) (
    input  wire [WIDTH-1:0]      matchlines,
    output reg  [ADDR_WIDTH-1:0] match_addr,
    output wire                  match_found
);
    integer i;
    assign match_found = |matchlines;
    always @(*) begin
        match_addr = {ADDR_WIDTH{1'b0}};
        for (i = WIDTH-1; i >= 0; i = i - 1) begin
            if (matchlines[i]) begin
                match_addr = i[ADDR_WIDTH-1:0];
            end
        end
    end
endmodule
==> flow_summary.ini <==
; yosys + openroad results
[run_status]
status = finished clean

[route]
ant_nets = 0
drt-initial-drc-count = 3222
wl_mm = 287
wl_per_cell_um = 28.5
post-route-drc-count = 0
vias = 55547
drt_pass1_iterations = 6
via_per_inst = 5.52

[sta]
skew_ns = 0.0564
fin_hold_ws_ns = 0.490
setup_tns_ns = 0
tightest_slew_ns = 0.816
finalCritPeriodShare_pct = 74.1
rsz0062_at_grt = no
finalSetupViolCount = 0
relSlewSlack_pct = 45.6
finalHoldViolCount = 0
clock.fmax_ghz = 0.321
slew_violations = 0
post-route-min-period_ns = 3.11

[setup_path]
crit_fanout = 5
path_class = flop to output port
timing.rr.start = tcam_data[1][15]
worstReg2RegEnd = matchlines[1]
path_cells = clkdlybuf4s50_1
worst_path_max_delay_cell = dfrtp_1
worst_ep_required_time_ns = 3.36
critPathTopFamily = flip-flops
r2r_cells = 5
cp.arrival_ns = 2.27
max_stage_delay_ns = 0.79
ff2ff_setup_slack_ns = 1.90
endpoint_kind = output port
start_kind = flop
crit_buf_inv = 1

[power_and_ir_drop]
peakVddDrop_uv = 412
power_w = 0.0572
power.density_nw_per_um2 = 532
p_leak_nw = 50.3

[logic_synthesis]
yosysUniqueCellTypes = 46
area_leaders = dfrtp_1, mux2_2, xor2_1
ys_warn_count = 3
synthXorXnorAreaFrac_pct = 9.62
seq_area_frac_synth_pct = 56.6
netlist_instances = 6540
synthArstFlopShare_pct = 100
synth_top_area_share_pct = 56.6
largest_area_cell = dfrtp_1
edf_count = 0
yosys_area_um2 = 93700
ys_cells = 6540
ys_sh_mux_pct = 24.6
aoi_share_pct = 4.88
synthFlopType = dfrtp_1
synth.cellmix.simpleShare_pct = 1.56
synth-seq-cells = 2118
syn_area_um2 = 93700
postSynthAreaPerCell_um2 = 14.3
common_cells = dfrtp_1, mux2_2, xor2_1
ys_sh_adder_pct = 0.0802
ys_top_logic_family = multiplexers
most_common_cell = dfrtp_1

[cts]
cts_htree_levels = 4
root_buffer = clkbuf_16
numCtsBuffers = 222
cts_tree = yes
post_cts_buffers = 0
clkSlewWorstSetupHoldPaths_ns = 0.06
clock-sinks = 2118
worstSkewPairLatency_ns = 0.88
ctsResizeCount = 0
clk_path_buf_depth = 3
hold_buffers = 1

[floorplanning]
core.rowCount = 177
fp_util_pct = 40.2
die_width_um = 486
core_um2 = 233000
dieArea_um2 = 236000
io_pins = 175
die_h_um = 486

[global_route]
antenna_found_initial = 41
grt_max_degree = 125
grt_use_total_pct = 25.8
grt_first_pass_wirelength_mm = 418
grt_pass1_vias = 57907
grt_overflow_total = 0

[finish]
area_delta_synth_final_pct = 14.9
layout-drive-gt1-share_pct = 39.8
fillers = 19939

[job]
tool_warnings = 38
drv_cap = 0

[placement]
place_hpwl_mm = 183
gp_congestion = 0.912
numPortBuffers = 174

[hold_path]
hp-start = tcam_mask[26][18]
hp-class = flop to flop
hold_path_depth = 1
hold_end = tcam_mask[26][18]
## cells by family after synthesis
group | after synthesis
xor gates and xnor gates | 1029
and+or+nand+nor | 270
muxes | 2048
buffers and inverters | 533
adders and majority gates | 6
AOI/OAI and AO/OA | 536
DFF | 2118
## through the flow
step	worst slack [ns]	cells	instance area [µm²]	util, %
after detailed placement	0.393	9652	100000	43.1
after CTS	1.07	10044	108000	46.2
after global placement	0.377	9652	100000	43.1
after floorplan	1.49	6540	93700	-
after global routing	1.04	10046	108000	46.2
final	1.09	10055	108000	46.2
## where the power goes
part | internal, W | leakage, nW | switching [W] | total (W)
Combinational | 0.00547 | 19.6 | 0.00509 | 0.0106
Sequential | 0.0243 | 27.1 | 0.00247 | 0.0268
Clock | 0.0116 | 3.60 | 0.00828 | 0.0199
## placed cells by master, fill, tap and decap left out, types with 4 or more instances in the layout
cell type and n:
dfrtp_1 2118, mux2_2 2020, xor2_1 1027, buf_4 262, clkbuf_16 225, a221oi_1 194, a22o_1 192, clkdlybuf4s50_1 135
nand4_1 97, buf_12 68, clkbuf_1 66, a22oi_1 64, clkbuf_8 58, nand2_1 52, nor3_1 42, buf_2 38
a222oi_1 32, mux2_1 28, nor2_1 24, o21bai_1 20, nand2_4 18, clkinv_2 13, nor2_4 12, a21o_1 12
bufinv_16 12, diode_2 11, inv_1 9, nor4_1 6, a21oi_1 6, ha_1 6, o21ai_0 5, clkinv_16 4
clkinv_8 4, inv_6 4
## metal layers
metal  routed length [µm]  global-route usage, %  vias to the layer above
met5                  130                      0                        -
met4                 9120                   6.83                       18
met3                24000                   8.60                      435
met2               135000                   39.5                     1475
met1               118000                   36.2                    29761
li1                     -                      -                    23858
## final cells by class
| type | count | area [µm²] | area share (%) |
|---|---|---|---|
| flip-flops and latches | 2118 | 53000 | 49.2 |
| multi-input cells | 3889 | 38400 | 35.6 |
| clock buffers | 349 | 6680 | 6.20 |
| repair buffers | 505 | 4910 | 4.56 |
| well taps | 3132 | 3920 | 3.64 |
| clock inverters | 42 | 708 | 0.658 |
| inverters | 9 | 33.8 | 0.0314 |
| diodes | 11 | 27.5 | 0.0256 |
## how the worst max path moves through the flow
| stage | from | endpoint | slack [ns] | cells after the start |
|---|---|---|---|---|
| after CTS | valid_bits[18] | entry_valid[18] | 1.07 | 1 |
| after global routing | matchlines[8] | matchlines[8] | 1.04 | 1 |
| final | matchlines[8] | matchlines[8] | 1.09 | 1 |
## flip-flops by register name, indices dropped and copies added, names as in the netlist
register	cells
tcam_mask	1024
match_found	1
tcam_data	1024
valid_bits	32
matchlines	32
match_addr	5
Power is estimated from default activity; no workload was simulated.
