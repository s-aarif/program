==> ./design.v <==
`timescale 1ns/1ps
module match_action_unit #(
    parameter STAGE_ID = 0,
    parameter PHV_WIDTH = 512,
    parameter MAX_KEY_WIDTH = 64,
    parameter MAX_DEPTH = 256,
    parameter MAX_DEPTH_BITS = 8,
    parameter PMT_WIDTH = 32,
    parameter PMT_DEPTH = 32,
    parameter PMT_ADDR_WIDTH = 5,
    parameter MAX_PMTS_PER_LMT = 8
) (
    input  wire                      clk,
    input  wire                      rst_n,
    input  wire [3:0]                key_field_select,
    input  wire [15:0]               key_field_offset,
    input  wire [7:0]                key_field_length,
    input  wire                      lmt_used,
    input  wire [7:0]                lmt_uid,
    input  wire [7:0]                lmt_internal_id,
    input  wire [1:0]                lmt_status_flag,
    input  wire [1:0]                lmt_width_gear,
    input  wire [2:0]                lmt_depth_gear,
    input  wire                      pipe_valid_in,
    input  wire [PHV_WIDTH-1:0]      pipe_phv_in,
    input  wire [7:0]                pipe_umt_id_in,
    input  wire                      pipe_match_found_in,
    input  wire [MAX_DEPTH_BITS-1:0] pipe_match_addr_in,
    input  wire [63:0]               pipe_metadata_in,
    output wire                      pipe_valid_out,
    output wire [PHV_WIDTH-1:0]      pipe_phv_out,
    output wire [7:0]                pipe_umt_id_out,
    output wire                      pipe_match_found_out,
    output wire [MAX_DEPTH_BITS-1:0] pipe_match_addr_out,
    output wire [63:0]               pipe_metadata_out,
    output wire [7:0]                pipe_action_out,
    output wire                      xbar_wr_en,
    output wire [MAX_DEPTH_BITS-1:0] xbar_wr_addr,
    output wire [MAX_KEY_WIDTH-1:0]  xbar_wr_data,
    output wire [MAX_KEY_WIDTH-1:0]  xbar_wr_mask,
    output wire                      xbar_rd_en,
    output wire [MAX_DEPTH_BITS-1:0] xbar_rd_addr,
    input  wire [MAX_KEY_WIDTH-1:0]  xbar_rd_data,
    input  wire                      xbar_rd_valid,
    output wire                      xbar_search_en,
    output wire [MAX_KEY_WIDTH-1:0]  xbar_search_key,
    input  wire [MAX_DEPTH-1:0]      xbar_matchlines,
    input  wire                      xbar_match_found,
    input  wire [MAX_DEPTH_BITS-1:0] xbar_match_addr,
    input  wire                      entry_wr_en,
    input  wire [MAX_DEPTH_BITS-1:0] entry_wr_addr,
    input  wire [MAX_KEY_WIDTH-1:0]  entry_wr_data,
    input  wire [MAX_KEY_WIDTH-1:0]  entry_wr_mask
);
    wire                      key_valid;
    wire [MAX_KEY_WIDTH-1:0]  extracted_key;
    wire                      lmt_valid_out;
    wire [7:0]                lmt_umt_id_out;
    wire                      lmt_match_found;
    wire [MAX_DEPTH_BITS-1:0] lmt_match_addr;
    wire [63:0]               lmt_metadata;
    wire [7:0]                action_opcode;
    reg  [PHV_WIDTH-1:0]      phv_pipe_s1, phv_pipe_s2, phv_pipe_s3, phv_pipe_s4;
    key_extractor #(
        .PHV_WIDTH(PHV_WIDTH),
        .MAX_KEY_WIDTH(MAX_KEY_WIDTH),
        .NUM_FIELDS(8)
    ) key_ext_inst (
        .clk(clk),
        .rst_n(rst_n),
        .field_select(key_field_select),
        .field_offset(key_field_offset),
        .field_length(key_field_length),
        .phv_valid(pipe_valid_in),
        .phv_data(pipe_phv_in),
        .key_valid(key_valid),
        .key_data(extracted_key)
    );
    logical_match_table #(
        .LMT_ID(STAGE_ID),
        .MAX_WIDTH(MAX_KEY_WIDTH),
        .MAX_DEPTH(MAX_DEPTH),
        .MAX_DEPTH_BITS(MAX_DEPTH_BITS),
        .PMT_WIDTH(PMT_WIDTH),
        .PMT_DEPTH(PMT_DEPTH),
        .PMT_ADDR_WIDTH(PMT_ADDR_WIDTH),
        .MAX_PMTS_PER_LMT(MAX_PMTS_PER_LMT),
        .MATCH_TYPE("TCAM")
    ) lmt_inst (
        .clk(clk),
        .rst_n(rst_n),
        .lmt_used(lmt_used),
        .lmt_uid(lmt_uid),
        .lmt_internal_id(lmt_internal_id),
        .lmt_status_flag(lmt_status_flag),
        .lmt_width_gear(lmt_width_gear),
        .lmt_depth_gear(lmt_depth_gear),
        .pipe_valid_in(key_valid),
        .pipe_search_key(extracted_key),
        .pipe_umt_id_in(pipe_umt_id_in),
        .pipe_match_found_in(pipe_match_found_in),
        .pipe_match_addr_in(pipe_match_addr_in),
        .pipe_metadata_in(pipe_metadata_in),
        .pipe_valid_out(lmt_valid_out),
        .pipe_umt_id_out(lmt_umt_id_out),
        .pipe_match_found_out(lmt_match_found),
        .pipe_match_addr_out(lmt_match_addr),
        .pipe_metadata_out(lmt_metadata),
        .xbar_wr_en(xbar_wr_en),
        .xbar_wr_addr(xbar_wr_addr),
        .xbar_wr_data(xbar_wr_data),
        .xbar_wr_mask(xbar_wr_mask),
        .xbar_rd_en(xbar_rd_en),
        .xbar_rd_addr(xbar_rd_addr),
        .xbar_rd_data(xbar_rd_data),
        .xbar_rd_valid(xbar_rd_valid),
        .xbar_search_en(xbar_search_en),
        .xbar_search_key(xbar_search_key),
        .xbar_matchlines(xbar_matchlines),
        .xbar_match_found(xbar_match_found),
        .xbar_match_addr(xbar_match_addr),
        .entry_wr_en(entry_wr_en),
        .entry_wr_addr(entry_wr_addr),
        .entry_wr_data(entry_wr_data),
        .entry_wr_mask(entry_wr_mask)
    );
    action_engine #(
        .METADATA_WIDTH(64),
        .ACTION_WIDTH(8)
    ) action_eng_inst (
        .clk(clk),
        .rst_n(rst_n),
        .valid_in(lmt_valid_out),
        .match_found(lmt_match_found),
        .metadata_in(lmt_metadata),
        .action_opcode(action_opcode)
    );
    always @(posedge clk or negedge rst_n) begin
        if (!rst_n) begin
            phv_pipe_s1 <= {PHV_WIDTH{1'b0}};
            phv_pipe_s2 <= {PHV_WIDTH{1'b0}};
            phv_pipe_s3 <= {PHV_WIDTH{1'b0}};
            phv_pipe_s4 <= {PHV_WIDTH{1'b0}};
        end else begin
            phv_pipe_s1 <= pipe_phv_in;
            phv_pipe_s2 <= phv_pipe_s1;
            phv_pipe_s3 <= phv_pipe_s2;
            phv_pipe_s4 <= phv_pipe_s3;
        end
    end
    assign pipe_valid_out      = lmt_valid_out;
    assign pipe_phv_out        = phv_pipe_s4;
    assign pipe_umt_id_out     = lmt_umt_id_out;
    assign pipe_match_found_out = lmt_match_found;
    assign pipe_match_addr_out = lmt_match_addr;
    assign pipe_metadata_out   = lmt_metadata;
    assign pipe_action_out     = action_opcode;
endmodule
module action_engine #(
    parameter METADATA_WIDTH = 64,
    parameter ACTION_WIDTH = 8
) (
    input  wire                      clk,
    input  wire                      rst_n,
    input  wire                      valid_in,
    input  wire                      match_found,
    input  wire [METADATA_WIDTH-1:0] metadata_in,
    output reg  [ACTION_WIDTH-1:0]   action_opcode
);
    localparam ACTION_DROP     = 8'h00;
    localparam ACTION_FORWARD  = 8'h01;
    localparam ACTION_MODIFY   = 8'h02;
    localparam ACTION_REDIRECT = 8'h03;
    localparam ACTION_COPY     = 8'h04;
    localparam ACTION_NOP      = 8'hFF;
    always @(posedge clk or negedge rst_n) begin
        if (!rst_n) begin
            action_opcode <= ACTION_NOP;
        end else begin
            if (valid_in && match_found) begin
                action_opcode <= metadata_in[7:0];
            end else begin
                action_opcode <= ACTION_NOP;
            end
        end
    end
endmodule
module stage_bypass_controller #(
    parameter NUM_STAGES = 5
) (
    input  wire                      clk,
    input  wire                      rst_n,
    input  wire [NUM_STAGES-1:0]     stage_used,
    input  wire                      pipe_valid_in,
    input  wire [7:0]                pipe_umt_id_in,
    output reg  [NUM_STAGES-1:0]     stage_bypass_en
);
    integer i;
    always @(posedge clk or negedge rst_n) begin
        if (!rst_n) begin
            stage_bypass_en <= {NUM_STAGES{1'b0}};
        end else begin
            for (i = 0; i < NUM_STAGES; i = i + 1) begin
                stage_bypass_en[i] <= !stage_used[i];
            end
        end
    end
endmodule
module phv_parser #(
    parameter DATA_WIDTH = 512,
    parameter PHV_WIDTH = 512
) (
    input  wire                      clk,
    input  wire                      rst_n,
    input  wire                      pkt_valid,
    input  wire [DATA_WIDTH-1:0]     pkt_data,
    input  wire                      pkt_sop,       
    input  wire                      pkt_eop,       
    output reg                       phv_valid,
    output reg  [PHV_WIDTH-1:0]      phv_data
);
    reg [1:0] parse_state;
    localparam IDLE = 2'd0, HEADER = 2'd1, DONE = 2'd2;
    always @(posedge clk or negedge rst_n) begin
        if (!rst_n) begin
            phv_valid <= 1'b0;
            phv_data <= {PHV_WIDTH{1'b0}};
            parse_state <= IDLE;
        end else begin
            case (parse_state)
                IDLE: begin
                    phv_valid <= 1'b0;
                    if (pkt_valid && pkt_sop) begin
                        phv_data <= pkt_data;
                        parse_state <= HEADER;
                    end
                end
                HEADER: begin
                    phv_valid <= 1'b1;
                    parse_state <= DONE;
                end
                DONE: begin
                    phv_valid <= 1'b1;
                    if (pkt_eop) begin
                        parse_state <= IDLE;
                    end
                end
                default: parse_state <= IDLE;
            endcase
        end
    end
endmodule
module lmt_status_monitor #(
    parameter NUM_LMTS = 5
) (
    input  wire                      clk,
    input  wire                      rst_n,
    input  wire [NUM_LMTS-1:0]       lmt_search_en,
    input  wire [NUM_LMTS-1:0]       lmt_match_found,
    input  wire [NUM_LMTS-1:0]       lmt_used,
    output reg  [31:0]               total_searches,
    output reg  [31:0]               total_matches,
    output reg  [31:0]               total_misses,
    output reg  [NUM_LMTS*32-1:0]    per_lmt_searches,
    output reg  [NUM_LMTS*32-1:0]    per_lmt_matches
);
    integer i;
    reg [31:0] lmt_search_cnt [0:NUM_LMTS-1];
    reg [31:0] lmt_match_cnt [0:NUM_LMTS-1];
    always @(posedge clk or negedge rst_n) begin
        if (!rst_n) begin
            total_searches <= 32'd0;
            total_matches <= 32'd0;
            total_misses <= 32'd0;
            for (i = 0; i < NUM_LMTS; i = i + 1) begin
                lmt_search_cnt[i] <= 32'd0;
                lmt_match_cnt[i] <= 32'd0;
            end
        end else begin
            if (|lmt_search_en) begin
                total_searches <= total_searches + 1;
            end
            if (|lmt_match_found) begin
                total_matches <= total_matches + 1;
            end else if (|lmt_search_en) begin
                total_misses <= total_misses + 1;
            end
            for (i = 0; i < NUM_LMTS; i = i + 1) begin
                if (lmt_search_en[i]) begin
                    lmt_search_cnt[i] <= lmt_search_cnt[i] + 1;
                end
                if (lmt_match_found[i]) begin
                    lmt_match_cnt[i] <= lmt_match_cnt[i] + 1;
                end
            end
        end
    end
    always @(*) begin
        for (i = 0; i < NUM_LMTS; i = i + 1) begin
            per_lmt_searches[i*32 +: 32] = lmt_search_cnt[i];
            per_lmt_matches[i*32 +: 32] = lmt_match_cnt[i];
        end
    end
endmodule
==> ./run.sh <==
#!/bin/bash
# OpenROAD 26Q1-2900-gdf79404cd8, Yosys 0.63+post, stock flow scripts
make -C /OpenROAD-flow-scripts/flow DESIGN_CONFIG=/design/flow/config.mk WORK_HOME=/design/flow/orfs finish
==> ./config.mk <==
export PLATFORM = sky130hd
export DESIGN_NAME = lmt_status_monitor
export DESIGN_NICKNAME = lmt_status_monitor
export VERILOG_FILES = /design/flow/design.v
export SDC_FILE = /design/flow/constraint.sdc
export NUM_CORES = 4
export LEC_CHECK = 1
export CORE_UTILIZATION = 30
==> ./constraint.sdc <==
current_design lmt_status_monitor

set clk_period 7.7
set clk_io_pct 0.2

create_clock -name clk0 -period $clk_period [get_ports {clk}]

set non_clock_inputs [all_inputs -no_clocks]
set_input_delay [expr $clk_period * $clk_io_pct] -clock clk0 $non_clock_inputs
set_output_delay [expr $clk_period * $clk_io_pct] -clock clk0 [all_outputs]
==> flow_metrics.tcl <==
# implementation run metrics
set metrics [dict create \
    worstPathArrival_ns 4.25 \
    tightest_slew_ns 0.893 \
    holdBufCountCts 0 \
    final_hold_viol_count 0 \
    cts_tree "done" \
    cts.sinks 416 \
    finalPower_w 0.00588 \
    dieWidth_um 248 \
    powerDensity_nw_per_um2 236 \
    grt_pass1_vias 12900 \
    path_clk_slew_ns 0.06 \
    vias 13400 \
    hp-class "flop to flop" \
    wl_per_cell_um 16.9 \
    synthToLayoutAreaGrowth_pct 37.1 \
    cts_resized 0 \
    syn-cell-area_um2 18200 \
    p_int_w 0.00434 \
    yosys_warnings 3 \
    fmax_ghz 0.266 \
    drtIter0Drc 513 \
    ys_cells 1586 \
    yosys_area_um2 18200 \
    htreeDepth 2 \
    cap_violations 0 \
    grt_max_degree 118 \
    skew_ns 0.0147 \
    hpwlAfterDp_mm 35.5 \
    viasPerCell 4.67 \
    avgSynthCellArea_um2 11.4 \
    synthFlopType "dfrtp_1" \
    cts_buffer_depth 3 \
    postCtsSetupBuffers 0 \
    rows 89 \
    rsz0062_at_grt "false" \
    crit_required_ns 8.19 \
    combPwrFrac_pct 15.6 \
    fp_util_pct 30.6 \
    overflow 0 \
    numCtsBuffers 48 \
    edf_count 0 \
    fin_util_pct 41.9 \
    cts-root-buf "clkbuf_16" \
    fin_crit_ns 3.76 \
    die_h_um 248 \
    crit-reg2reg-launch "lmt_search_cnt[1][0]" \
    critPathLaunch "lmt_match_found[2]" \
    ant_nets 0 \
    yosysTopAreaCellShare_pct 57.3 \
    insertion_delay_ns 0.57 \
    path_max_fanout 9 \
    gp_congestion 0.890 \
    die_area_um2 61500 \
    async_flop_share_pct 100 \
    worst-setup-path-type "input pin to flop" \
    status "completed" \
    top_cell "dfrtp_1" \
    top_area_cell "dfrtp_1" \
    period_used_pct 48.8 \
    ir_drop_uv 145 \
    switching_share_pct 26.2 \
    setup-violations-final 0 \
    topCellsByArea "dfrtp_1 (57%), xnor2_1 (12%), xor2_1 (7.1%), nand3_1 (3.8%), nand4_1 (3.2%)" \
    openroad.warnings 32 \
    drtPass1Iterations 5 \
    p_leak_nw 10.8 \
    ys_seq_share_pct 57.3 \
    slew_headroom_pct 39.9 \
    grt_pass1_wl_mm 75.3 \
    worstRegToRegCells 6 \
    ys_ff 416 \
    worstHoldStart "lmt_match_cnt[4][31]" \
    top_cells_by_count "dfrtp_1 (416), xnor2_1 (256), nand2_1 (150), xor2_1 (147), nand3_1 (138)" \
    coreArea_um2 59400 \
    hold_depth 1 \
    whs_ns 0.464 \
    wirelength_mm 48.3 \
    end_kind "flop" \
    p_sw_w 0.00154 \
    portBuffers 427 \
    drc_errors 0 \
    cp-start-kind "input pin" \
    pwr-share-clk_pct 37.9 \
    slew_viol_final 0 \
    track_usage_pct 16.0 \
    syn_inst 1586 \
    ys_types 41 \
    pwr-share-seq_pct 46.5 \
    fin_tns_setup_ns 0 \
    io_pins 433 \
    drive_above_1_share_pct 5.13 \
    antenna_found_initial 2 \
]
[metal layers]
layer | global-route usage (%) | wire length (µm)
met3 | 5.18 | 4090
met4 | 3.12 | 995
met1 | 22.9 | 20700
met5 | 0 | 12
met2 | 24.4 | 22400
[per-stage QoR]
| step | std cells | worst slack [ns] | instance area (µm²) |
|---|---|---|---|
| floorplan | 1586 | 4.50 | 18200 |
| global placement | 2777 | 3.28 | 23400 |
| detailed placement | 2777 | 3.26 | 23400 |
| CTS | 2859 | 3.87 | 24900 |
| global route | 2860 | 3.70 | 24900 |
| finish | 2860 | 3.94 | 24900 |
[final timing paths]
| check | endpoint | slack (ns) |
|---|---|---|
| min in group asynchronous | lmt_match_cnt[1][25] | 0.98 |
| min reg2reg | lmt_match_cnt[4][31] | 0.46 |
| min | lmt_match_cnt[4][31] | 0.46 |
| max reg2reg | lmt_search_cnt[1][26] | 5.41 |
| max in group asynchronous | lmt_search_cnt[3][10] | 4.82 |
| max | total_misses[28] | 3.94 |
[cells by family after synthesis]
| logic type | synth area share [%] |
|---|---|
| AOI/OAI and AO/OA | 0.262 |
| xor gates and xnor gates | 19.4 |
| DFF | 57.3 |
| adders and majority gates | 0.896 |
| muxes | 0.806 |
| buffers and inverters | 1.13 |
| and+or+nand+nor | 20.1 |
[power groups by stage]
| stage | sequential [W] | combinational, W | clock [W] |
|---|---|---|---|
| 4_1_cts | 0.00274 | 0.000940 | 0.00231 |
| 6_report | 0.00273 | 0.000916 | 0.00223 |
| 5_1_grt | 0.00278 | 0.00102 | 0.00239 |
[flip-flops by register name, indices dropped and copies added (netlist names)]
name / cells
total_searches: 32
total_matches: 32
lmt_match_cnt: 160
lmt_search_cnt: 160
total_misses: 32
[area by class of cell]
cell class              instances  area [µm²]
diodes                          1        2.50
clock buffers                  70        1380
clock inverters                12         149
fillers                      5360       34500
inverters                      29         109
multi-input cells            1125        7540
flip-flops and latches        416       10400
well taps                     773         967
repair buffers                434        4340
[worst max-delay path, cell delays in order]
cell             delay, ns
clkdlybuf4s50_1       0.66
nor4_2                0.64
o211a_1               0.53
nand4_1               0.39
nor3_1                0.32
xor2_1                0.16
[cells in the final DEF, fill, tap and decap left out, drive strengths merged, types with 3 or more instances in the layout]
master	count
clkinvlp	4
clkinv	4
bufinv	3
nor4	18
clkbuf	70
clkdlybuf4s50	426
inv	30
and4	44
nand4	95
ha	13
mux2	13
xor2	147
nor2	95
dfrtp	416
or4	4
or2	4
and3	64
buf	8
xnor2	256
and2	15
nand2	150
nor3	51
nor2b	4
nand3	138
No activity file was given, so power comes from the tool's default toggle rates.
